File: /design/flow/config.mk
export PLATFORM = sky130hd
export DESIGN_NAME = button_counter
export DESIGN_NICKNAME = button_counter
export VERILOG_FILES = /design/flow/design.v
export SDC_FILE = /design/flow/constraint.sdc
export NUM_CORES = 4
export LEC_CHECK = 1
export CORE_AREA = 10 10 96 96
export DIE_AREA = 0 0 106 106
File: /design/flow/constraint.sdc
current_design button_counter

set clk_period 5.1
set clk_io_pct 0.2

create_clock -name clk0 -period $clk_period [get_ports {clk}]

set non_clock_inputs [all_inputs -no_clocks]
set_input_delay [expr $clk_period * $clk_io_pct] -clock clk0 $non_clock_inputs
set_output_delay [expr $clk_period * $clk_io_pct] -clock clk0 [all_outputs]
File: /design/flow/design.v
module button_counter (
    input               clk,         
    input               rst_btn,
    input               count_btn,
    output  reg [3:0]   led
);
    localparam STATE_HIGH       = 2'd0;
    localparam STATE_LOW        = 2'd1;
    localparam STATE_WAIT       = 2'd2;
    localparam STATE_PRESSED    = 2'd3;
    localparam MAX_DEBOUNCE_COUNT = 22'd480000 - 1;
    wire rst;
    reg [1:0]   state;
    reg [21:0]  debounce_count;
    assign rst = ~rst_btn;
    always @ (posedge clk or posedge rst) begin
        if (rst == 1'b1) begin
            state <= STATE_HIGH;
        end else begin
            case (state)
                STATE_HIGH: begin
                    if (count_btn == 1'b0) begin
                        state <= STATE_LOW;
                    end
                end
                STATE_LOW: begin
                    if (count_btn == 1'b1) begin
                        state <= STATE_WAIT;
                    end
                end
                STATE_WAIT: begin
                    if (debounce_count == MAX_DEBOUNCE_COUNT) begin
                        if (count_btn == 1'b0) begin
                            state <= STATE_PRESSED;
                        end else begin
                            state <= STATE_HIGH;
                        end
                    end
                end
                STATE_PRESSED: state <= STATE_HIGH;
                default: state <= STATE_HIGH;
            endcase
        end
    end
    always @ (posedge clk or posedge rst) begin
        if (rst == 1'b1) begin
            debounce_count <= 22'b0; 
        end else begin
            if (state == STATE_WAIT) begin
                debounce_count <= debounce_count + 1;
            end else begin
                debounce_count <= 22'b0;
            end
        end
    end
    always @ (posedge clk or posedge rst) begin
        if (rst == 1'b1) begin
            led <= 4'd0;
        end else begin
            if (state == STATE_PRESSED) begin
                led <= led + 1;
            end
        end
    end
endmodule
File: /design/flow/run.sh
#!/bin/bash
# OpenROAD 26Q1-2900-gdf79404cd8, Yosys 0.63+post, stock flow scripts
make -C /OpenROAD-flow-scripts/flow DESIGN_CONFIG=/design/flow/config.mk WORK_HOME=/design/flow/orfs finish
==> run summary <==
Path depth of the worst reg2reg path - 4
Fin. max-slew vios - 0
Critical setup path kind - reg2out
Critical path endpoint category - output port
Sequential cell fraction of total power - 0.498
Largest cells by area - sky130_fd_sc_hd__dfrtp_1 50%, sky130_fd_sc_hd__xor2_1 6.6%, sky130_fd_sc_hd__nand4_1 4.7%
Final standard cell utilization of the core - 0.237
Detailed-route DRC error count - 0
Worst Max-Slew Pin Slew - 0.692 ns
Average size of a mapped cell - 10.2 µm²
Switching power share of the total - 0.197
Cell at the root of the clock tree - sky130_fd_sc_hd__clkbuf_8
First element of the critical path - led[0]
Area figure in the yosys stat output - 1450 µm²
Most common cell after layout, fill and taps aside - sky130_fd_sc_hd__dfrtp_1
Element type at the critical path start - flip-flop
Final hold violations - 0
Maximum net fanout on the critical path - 4
Placed wire-length estimate after detailed placement - 1750 µm
Routed wirelength normalized by instance count - 10.8 µm
Launching point of the worst reg2reg path - debounce_count[2]
Cell count after synthesis - 142
Sum of internal, switching and leakage power - 0.479 mW
Area leader share - 0.501
Internal power - 0.385 mW
Combined buffer and inverter count along the critical path - 1
Post-route clock skew - 0.00295 ns
Cts bufs inserted - 5
Die area - 11200 µm²
Portion of the clock cycle consumed by the worst path in the final layout - 0.429
Number of cells in the yosys synthesis report - 142
Setup repair after global routing missed its margin - no
Worst setup slack before clock tree synthesis - 3.21 ns
Run status - complete, no violations
Worst path cell trace - clkdlybuf4s50_1
Number of buffers inserted to repair setup after CTS - 0
Biggest area consumer among synthesized cells - sky130_fd_sc_hd__dfrtp_1
Final RePlAce weighted congestion - 0.762
Net switching component of the power - 0.0946 mW
Largest net degree at the start of global routing - 31
Detailed Routing Iterations Pass 1 - 4
Hold_ws - 0.444 ns
CP top delay family - buffers and inverters
Setup Total Neg Slack - 0 ns
Max VDD drop - 0.000124 V
Slowest library cell on the worst path - sky130_fd_sc_hd__clkdlybuf4s50_1
Input/output buffers - 6
Post-route ant nets - 0
Arrival time of data at the critical path endpoint - 1.17 ns
Relative contribution of the clock network to total power - 0.485
Tally of OpenROAD warnings - 25
Required time of the worst setup path - 4.08 ns
Tally of max-capacitance violations - 0
Post-CTS Hold Buffers - 0
Iter 0 DRT Violations - 77
Static power due to leakage - 0.709 nW
Class of the tightest hold or removal check - reg2reg
DIE HEIGHT - 106 µm
Clock insertion delay at the later pin of the skew report - 0.28 ns
Number of global-route vias before repair - 972
Num Clock Sinks - 30
Register clock-pin slew on the reported worst setup and hold paths - 0.06 ns
Count of pins on the block boundary - 7
Global-route wire length before repair - 4710 µm
Mean number of vias per cell - 4.20
Proportion of layout cells with a drive suffix above 1 - 0.0993
Number of flip-flops and latches in the synthesized netlist - 30
Fp util - 0.201
Placed cell count - 242
Period minus WS final - 2.19 ns
Worst hold start - debounce_count[0]
Number of cells upsized or downsized after cts - 0
Synthesis-to-layout area growth - 17.9%
Crit path to - led[0]
Placed standard-cell area - 1600 µm²
YS warnings - 1
Largest stage delay on the critical path - 0.49 ns
Standard-cell row count - 31
Top achievable clock speed - 0.457 GHz
Die width - 106 µm
Worst flop-to-flop path endpoint - debounce_count[17]
Most frequent cells in the layout - 29 x sky130_fd_sc_hd__dfrtp_1, 16 x sky130_fd_sc_hd__nor2_1, 12 x sky130_fd_sc_hd__nand2_1
Non-filler cells, final - 250
Logic depth of the worst setup path including buffers - 1
ANT cells - 0
Distinct cells, synth - 31
Total vias in the final route - 1050
Register-to-register path setup slack - 3.37 ns
H-tree levels - 2
Clk buf depth - 2
Synthesized area - 1450 µm²
Combinational cell fraction of total power - 0.016
Total core area - 7210 µm²
Finished Cell Area - 1710 µm²
Sequential-to-total area share from yosys stat - 0.519
Antenna violations before repair - 0
GRT overflow - 0
Worst Slack Setup Final - 2.91 ns
Number of setup violations in the final report - 0
Total power divided by cell area - 281 nW/µm²
Total wirelength of the detailed-routed design - 2700 µm
Overall routing resource usage - 0.0497
Clock tree from TritonCTS - built
Max_slew headroom - 0.538
state kept, by name, summed over array words and instances, names as in the netlist:
name / count
state: 4
led: 4
debounce_count: 22
synthesized netlist by cell type:
| library cell | count |
|---|---|
| sky130_fd_sc_hd__and2_2 | 1 |
| sky130_fd_sc_hd__and4_1 | 3 |
| sky130_fd_sc_hd__dfstp_2 | 1 |
| sky130_fd_sc_hd__and2_1 | 3 |
| sky130_fd_sc_hd__o211ai_1 | 1 |
| sky130_fd_sc_hd__nand4_1 | 11 |
| sky130_fd_sc_hd__dfrtp_1 | 29 |
| sky130_fd_sc_hd__nor3_1 | 2 |
| sky130_fd_sc_hd__clkbuf_1 | 3 |
| sky130_fd_sc_hd__nor2_1 | 16 |
| sky130_fd_sc_hd__o31ai_1 | 3 |
| sky130_fd_sc_hd__inv_1 | 2 |
| sky130_fd_sc_hd__and4_2 | 1 |
| sky130_fd_sc_hd__or3_1 | 4 |
| sky130_fd_sc_hd__a21o_1 | 1 |
| sky130_fd_sc_hd__buf_6 | 2 |
| sky130_fd_sc_hd__buf_4 | 1 |
| sky130_fd_sc_hd__nand4_4 | 1 |
| sky130_fd_sc_hd__a21oi_1 | 7 |
| sky130_fd_sc_hd__nor4b_1 | 1 |
| sky130_fd_sc_hd__or3_2 | 1 |
| sky130_fd_sc_hd__and3_1 | 1 |
| sky130_fd_sc_hd__o21ai_0 | 7 |
| sky130_fd_sc_hd__nor4_1 | 1 |
| sky130_fd_sc_hd__or4_1 | 4 |
| sky130_fd_sc_hd__mux2_2 | 1 |
| sky130_fd_sc_hd__nand3_1 | 6 |
| sky130_fd_sc_hd__xnor2_1 | 3 |
| sky130_fd_sc_hd__nand2_1 | 12 |
| sky130_fd_sc_hd__xor2_1 | 11 |
| sky130_fd_sc_hd__ha_1 | 2 |
cell type report:
type	instances	area [µm²]
flip-flops and latches	30	752
inverters	2	7.51
repair buffers	7	67.6
fillers	775	5510
well taps	99	124
multi-input cells	104	648
clock buffers	5	68.8
clock inverters	3	40.0
worst min-delay path by stage:
stage	depth (start not counted)	end	slack [ns]
4_1_cts	1	debounce_count[0]	0.45
5_1_grt	1	debounce_count[0]	0.50
6_report	1	debounce_count[0]	0.44
logic make-up after synthesis:
kind of cell	after synthesis	share of synthesized area
flops	30	0.519
buf+inv	8	0.0337
compound gates	19	0.0743
simple gates	68	0.263
mux	1	0.00777
xor+xnor	14	0.0846
fa+ha+maj	2	0.0173
power groups by stage:
stage                 Sequential (mW)  Combinational [mW]  Clock [mW]
after CTS                       0.239             0.00850       0.238
after global routing            0.239             0.00924       0.252
final                           0.239             0.00789       0.233
per-layer routing:
layer,wire length [µm],vias up,global-route usage
li1,-,527,-
met1,1310,502,0.0692
met2,1190,16,0.0707
met3,161,5,0.0239
met4,34,0,0.00580
met5,0,-,0
Power is estimated from default activity; no workload was simulated.
