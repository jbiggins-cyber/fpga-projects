==> /design/flow/design.v <==
module fsm_moore (
    input               clk,
    input               rst_btn,
    input               go_btn,
    output reg [3:0]    led,
    output reg          done_sig
);
    localparam STATE_IDLE       = 2'd0;
    localparam STATE_COUNTING   = 2'd1;
    localparam MAX_CLK_COUNT    = 24'd1500000;
    localparam MAX_LED_COUNT    = 4'hf;
    wire rst;
    wire go;
    reg         div_clk;
    reg [1:0]   state;
    reg [23:0]  clk_count;
    assign rst = ~rst_btn;
    assign go = ~go_btn;
    always @ (posedge clk or posedge rst) begin
        if (rst == 1'b1) begin
            clk_count <= 24'b0;
        end else if (clk_count == MAX_CLK_COUNT) begin
            clk_count <= 24'b0;
            div_clk <= ~div_clk;
        end else begin
            clk_count <= clk_count + 1;
        end
    end
    always @ (posedge div_clk or posedge rst) begin
        if (rst == 1'b1) begin
            state <= STATE_IDLE;
        end else begin
            case (state)
                STATE_IDLE: begin
                    done_sig <= 1'b0;
                    if (go == 1'b1) begin
                        state <= STATE_COUNTING;
                    end
                end
                STATE_COUNTING: begin
                    if (led == MAX_LED_COUNT) begin
                        done_sig <= 1'b1;
                        state <= STATE_IDLE;
                    end
                end
                default: state <= STATE_IDLE;
            endcase
        end
    end
    always @ (posedge div_clk or posedge rst) begin
        if (rst == 1'b1) begin
            led <= 4'd0;
        end else begin
            if (state == STATE_COUNTING) begin
                led <= led + 1;
            end else begin
                led <= 4'd0;
            end
        end
    end
endmodule
==> /design/flow/run.sh <==
#!/bin/bash
# OpenROAD 26Q1-2900-gdf79404cd8, Yosys 0.63+post, stock flow scripts
make -C /OpenROAD-flow-scripts/flow DESIGN_CONFIG=/design/flow/config.mk WORK_HOME=/design/flow/orfs finish
==> /design/flow/config.mk <==
export PLATFORM = sky130hd
export DESIGN_NAME = fsm_moore
export DESIGN_NICKNAME = fsm_moore
export VERILOG_FILES = /design/flow/design.v
export SDC_FILE = /design/flow/constraint.sdc
export NUM_CORES = 4
export LEC_CHECK = 1
export CORE_UTILIZATION = 30
==> /design/flow/constraint.sdc <==
current_design fsm_moore

set clk_period 6.4
set clk_io_pct 0.2

create_clock -name clk0 -period $clk_period [get_ports {clk}]

set non_clock_inputs [all_inputs -no_clocks]
set_input_delay [expr $clk_period * $clk_io_pct] -clock clk0 $non_clock_inputs
set_output_delay [expr $clk_period * $clk_io_pct] -clock clk0 [all_outputs]
==> qor.csv <==
stage,metric,value,unit
finish,fillers,487,
synth,syn-cell-area,1560,sq um
sta,setup_violations,0,
routing,drc,0,
synth,ys_ff,32,
grt,gr-usage-met3,2.20,%
die,dieWidth,74.2,microns
place,placed_cell_area,1730,sq um
setup_path,crit_type,in -> reg,
die,initCoreUtil,32.1,%
clocking,clk-insertion-delay-late,0.27,ns
sta,unclocked_pins,7,
place,place_hpwl,1.97,mm
setup_path,worstSetupEndpointType,register,
sta,min_period,2.29,ns
clocking,path_clk_slew,0.08,ns
clocking,cts_hold_buf,0,
die,ios,8,
sta,fin_setup_tns,0,ns
sta,untimed_endpoints,13,
synth,synth.top_cells.by_area,"dfrtp_1, xnor2_1, nand3_1, edfxtp_1, nand4_1",
finish,design_area,1780,sq um
clocking,root_buffer,clkbuf_8,
setup_path,cp-start-kind,input pin,
setup_path,cp.required,6.39,ns
run,drv_cap,0,
grt,grt_overflow,0,
synth,edf_count,2,
synth,synth.distinct_cells,28,
routing,drt_wl_total,2.83,mm
grt,globalRoute.busiestLayer,met1,
clocking,numCtsBuffers,3,
pwr,power_density,145,nW/um^2
setup_path,slowest_delay,0.45,ns
clocking,ctsHtreeMaxLevel,1,
synth,netlist.area_leader.share,46.4,%
synth,yosysWarnings,1,
pwr,power.switching,0.0529,mW
routing,drtIter0Drc,79,
setup_path,cpMaxStageDelayCell,clkdlybuf4s50_1,
die,die_h,74.2,microns
sta,finalCritPeriodShare,35.9,%
grt,grt_util_all_layers,11.9,%
clocking,cts.path.max_buffers,2,
synth,syn_inst,147,
pwr,switching_share,20.5,%
synth,async_flop_share,93.8,%
die,rows,25,
routing,wire_per_inst,12.4,microns
setup_path,reg2reg_slack,4.14,ns
status,outcome,finished clean,
clocking,post-cts-setup-buffer-count,0,
die,dieArea,5510,sq um
sta,finalClockSkew,0.00240,ns
finish,drive_gt1_share,6.88,%
sta,slew_viol_final,0,
setup_path,path_max_fanout,32,
routing,antenna_cells_inserted,0,
grt,grt_pass1_vias,1011,
sta,whs,0.510,ns
grt,grt_use_met2,17.0,%
synth,yosys.area.top_type,dfrtp_1,
die,core,4880,sq um
routing,vias,1095,
pwr,power.leakage,0.710,nW
pwr,seqPwrFrac,61.6,%
clocking,ctsResizeCount,0,
place,port_buffers,7,
pwr,vdd_ir_drop_max,0.0921,mV
clocking,cts_tree,yes,
synth,ys_area,1560,sq um
pwr,p_int,0.205,mW
worst_hold_path,holdPathStages,1,
grt,antenna_found_initial,0,
synth,yosysSeqAreaShare,51.9,%
setup_path,arrival,2.29,ns
grt,grt_pass1_wl,4.98,mm
run,tool_warnings,26,
place,gp_congestion,0.825,
finish,logic_area,729,sq um
routing,firstDrtPassIters,4,
routing,via_per_inst,4.82,
grt,use_met1,20.2,%
finish,ff_latch_area,812,sq um
pwr,power_frac_comb,2.1,%
grt,grt_max_degree,33,
sta,timing.fmax,0.436,GHz
synth,avgSynthCellArea,10.6,sq um
routing,ant_nets,0,
setup_path,reg2reg_depth,6,
sta,rsz0062_at_grt,no,
worst_hold_path,hold_path_class,reg -> reg,
sta,tightest_slew,0.771,ns
sta,relSlewSlack,48.2,%
synth,yosys-stat-cells,147,
setup_path,cp_cell_sequence,clkdlybuf4s50_1 -> buf_4 -> and2_1,
finish,area_delta_synth_final,13.7,%
pwr,clkPwrFrac,36.3,%
synth,yosys_most_used_dff,dfrtp_1,
sta,hold_viol_final,0,
[path summary, 6_finish.rpt]
check / startpoint / endpoint
max: rst_btn / div_clk
min: clk_count[23] / clk_count[23]
max reg2reg: clk_count[0] / div_clk
min reg2reg: clk_count[23] / clk_count[23]
max in group asynchronous: rst_btn / clk_count[2]
min in group asynchronous: rst_btn / clk_count[13]
[registers in the layout (all words and copies together) (netlist names)]
signal,cells
div_clk,1
clk_count,24
state,2
led,4
done_sig,1
[logic make-up (layout without fill, tap and decap cells)]
| family | count (synthesis) | count (layout) | share of synthesized area (%) |
|---|---|---|---|
| DFF | 32 | 32 | 51.9 |
| xor gates and xnor gates | 18 | 18 | 10.1 |
| AOI/OAI and AO/OA | 10 | 10 | 3.44 |
| adders and majority gates | 3 | 3 | 2.40 |
| buffers and inverters | 6 | 19 | 1.44 |
| muxes | 4 | 4 | 2.56 |
| and+or+nand+nor | 74 | 74 | 28.2 |
[cells in the mapped netlist, types with 2 or more instances]
cell type and n:
inv_1 6, and4_1 2, mux2i_1 4, and2_1 6
edfxtp_1 2, nor2_1 11, dfrtp_1 29, xnor2_1 16
nand4_1 8, a21oi_1 2, nor3_1 3, o21ai_0 7
xor2_1 2, nor4b_1 4, or3_1 2, nor4_1 2
nand3_1 16, nor4bb_1 2, nand2_1 9, nor2b_1 2
and3_1 3, ha_1 3
[metal layers]
metal	part of all wire, %	up-vias
met5	0	-
met1	53	528
met4	0.46	0
met2	43	13
li1	-	552
met3	3.4	2
[layout by cell type, fill, tap and decap left out, drive strengths merged, types with 2 or more instances in the layout]
master | synthesis | routed
a21oi | 2 | 2
and2 | 6 | 6
and3 | 3 | 3
and4 | 2 | 2
buf | 0 | 2
clkbuf | 0 | 4
clkdlybuf4s50 | 0 | 7
dfrtp | 29 | 29
edfxtp | 2 | 2
ha | 3 | 3
inv | 6 | 6
mux2i | 4 | 4
nand2 | 9 | 9
nand3 | 17 | 17
nand4 | 8 | 8
nor2 | 11 | 11
nor2b | 2 | 2
nor3 | 3 | 3
nor4 | 3 | 3
nor4b | 4 | 4
nor4bb | 2 | 2
o21ai | 7 | 7
or3 | 2 | 2
xnor2 | 16 | 16
xor2 | 2 | 2
[critical path, delay by kind of cell]
| family | cells | cell delay (ns) |
|---|---|---|
| AND/OR/NAND/NOR | 1 | 0.19 |
| buffers and inverters | 2 | 0.80 |
[power groups by stage]
stage                 clock network [mW]  logic [mW]  registers (mW)
after CTS                         0.0977     0.00572           0.159
after global routing               0.104     0.00634           0.159
final                             0.0935     0.00534           0.159
[through the flow]
step                std cells  utilization (%)  setup slack (ns)  power [mW]
floorplan                 147                -              4.52       0.162
global placement          223             35.5              3.79       0.167
detailed placement        223             35.5              3.79       0.167
CTS                       227             36.4              4.08       0.262
global route              227             36.4              4.03       0.269
finish                    227             36.4              4.11       0.257
[final cells by class]
class                   count  share of cell area, %
clock buffers               4                   2.53
inverters                   6                   1.27
multi-input cells         109                   41.0
repair buffers              9                   4.79
well taps                  67                   4.71
flip-flops and latches     32                   45.7
Power is estimated from default activity; no workload was simulated.
